==> design.v <==
package harakav2;
    localparam bit [7:0] AES_SBOX [256] = {
        8'h63, 8'h7C, 8'h77, 8'h7B, 8'hF2, 8'h6B, 8'h6F, 8'hC5, 8'h30, 8'h01, 8'h67, 8'h2B, 8'hFE, 8'hD7, 8'hAB, 8'h76, 
        8'hCA, 8'h82, 8'hC9, 8'h7D, 8'hFA, 8'h59, 8'h47, 8'hF0, 8'hAD, 8'hD4, 8'hA2, 8'hAF, 8'h9C, 8'hA4, 8'h72, 8'hC0, 
        8'hB7, 8'hFD, 8'h93, 8'h26, 8'h36, 8'h3F, 8'hF7, 8'hCC, 8'h34, 8'hA5, 8'hE5, 8'hF1, 8'h71, 8'hD8, 8'h31, 8'h15, 
        8'h04, 8'hC7, 8'h23, 8'hC3, 8'h18, 8'h96, 8'h05, 8'h9A, 8'h07, 8'h12, 8'h80, 8'hE2, 8'hEB, 8'h27, 8'hB2, 8'h75, 
        8'h09, 8'h83, 8'h2C, 8'h1A, 8'h1B, 8'h6E, 8'h5A, 8'hA0, 8'h52, 8'h3B, 8'hD6, 8'hB3, 8'h29, 8'hE3, 8'h2F, 8'h84, 
        8'h53, 8'hD1, 8'h00, 8'hED, 8'h20, 8'hFC, 8'hB1, 8'h5B, 8'h6A, 8'hCB, 8'hBE, 8'h39, 8'h4A, 8'h4C, 8'h58, 8'hCF, 
        8'hD0, 8'hEF, 8'hAA, 8'hFB, 8'h43, 8'h4D, 8'h33, 8'h85, 8'h45, 8'hF9, 8'h02, 8'h7F, 8'h50, 8'h3C, 8'h9F, 8'hA8, 
        8'h51, 8'hA3, 8'h40, 8'h8F, 8'h92, 8'h9D, 8'h38, 8'hF5, 8'hBC, 8'hB6, 8'hDA, 8'h21, 8'h10, 8'hFF, 8'hF3, 8'hD2, 
        8'hCD, 8'h0C, 8'h13, 8'hEC, 8'h5F, 8'h97, 8'h44, 8'h17, 8'hC4, 8'hA7, 8'h7E, 8'h3D, 8'h64, 8'h5D, 8'h19, 8'h73, 
        8'h60, 8'h81, 8'h4F, 8'hDC, 8'h22, 8'h2A, 8'h90, 8'h88, 8'h46, 8'hEE, 8'hB8, 8'h14, 8'hDE, 8'h5E, 8'h0B, 8'hDB, 
        8'hE0, 8'h32, 8'h3A, 8'h0A, 8'h49, 8'h06, 8'h24, 8'h5C, 8'hC2, 8'hD3, 8'hAC, 8'h62, 8'h91, 8'h95, 8'hE4, 8'h79, 
        8'hE7, 8'hC8, 8'h37, 8'h6D, 8'h8D, 8'hD5, 8'h4E, 8'hA9, 8'h6C, 8'h56, 8'hF4, 8'hEA, 8'h65, 8'h7A, 8'hAE, 8'h08, 
        8'hBA, 8'h78, 8'h25, 8'h2E, 8'h1C, 8'hA6, 8'hB4, 8'hC6, 8'hE8, 8'hDD, 8'h74, 8'h1F, 8'h4B, 8'hBD, 8'h8B, 8'h8A, 
        8'h70, 8'h3E, 8'hB5, 8'h66, 8'h48, 8'h03, 8'hF6, 8'h0E, 8'h61, 8'h35, 8'h57, 8'hB9, 8'h86, 8'hC1, 8'h1D, 8'h9E, 
        8'hE1, 8'hF8, 8'h98, 8'h11, 8'h69, 8'hD9, 8'h8E, 8'h94, 8'h9B, 8'h1E, 8'h87, 8'hE9, 8'hCE, 8'h55, 8'h28, 8'hDF, 
        8'h8C, 8'hA1, 8'h89, 8'h0D, 8'hBF, 8'hE6, 8'h42, 8'h68, 8'h41, 8'h99, 8'h2D, 8'h0F, 8'hB0, 8'h54, 8'hBB, 8'h16
    };
    localparam bit [127:0] HARAKA512_RC [40] = {
        128'h0684704ce620c00ab2c5fef075817b9d,
        128'h8b66b4e188f3a06b640f6ba42f08f717,
        128'h3402de2d53f28498cf029d609f029114,
        128'h0ed6eae62e7b4f08bbf3bcaffd5b4f79,
        128'hcbcfb0cb4872448b79eecd1cbe397044,
        128'h7eeacdee6e9032b78d5335ed2b8a057b,
        128'h67c28f435e2e7cd0e2412761da4fef1b,
        128'h2924d9b0afcacc07675ffde21fc70b3b,
        128'hab4d63f1e6867fe9ecdb8fcab9d465ee,
        128'h1c30bf84d4b7cd645b2a404fad037e33,
        128'hb2cc0bb9941723bf69028b2e8df69800,
        128'hfa0478a6de6f55724aaa9ec85c9d2d8a,
        128'hdfb49f2b6b772a120efa4f2e29129fd4,
        128'h1ea10344f449a23632d611aebb6a12ee,
        128'haf0449884b0500845f9600c99ca8eca6,
        128'h21025ed89d199c4f78a2c7e327e593ec,
        128'hbf3aaaf8a759c9b7b9282ecd82d40173,
        128'h6260700d6186b01737f2efd910307d6b,
        128'h5aca45c22130044381c29153f6fc9ac6,
        128'h9223973c226b68bb2caf92e836d1943a,
        128'hd3bf9238225886eb6cbab958e51071b4,
        128'hdb863ce5aef0c677933dfddd24e1128d,
        128'hbb606268ffeba09c83e48de3cb2212b1,
        128'h734bd3dce2e4d19c2db91a4ec72bf77d,
        128'h43bb47c361301b434b1415c42cb3924e,
        128'hdba775a8e707eff603b231dd16eb6899,
        128'h6df3614b3c7559778e5e23027eca472c,
        128'hcda75a17d6de7d776d1be5b9b88617f9,
        128'hec6b43f06ba8e9aa9d6c069da946ee5d,
        128'hcb1e6950f957332ba25311593bf327c1,
        128'h2cee0c7500da619ce4ed0353600ed0d9,
        128'hf0b1a5a196e90cab80bbbabc63a4a350,
        128'hae3db1025e962988ab0dde30938dca39,
        128'h17bb8f38d554a40b8814f3a82e75b442,
        128'h34bb8a5b5f427fd7aeb6b779360a16f6,
        128'h26f65241cbe5543843ce5918ffbaafde,
        128'h4ce99a54b9f3026aa2ca9cf7839ec978,
        128'hae51a51a1bdff7be40c06e2822901235,
        128'ha0c1613cba7ed22bc173bc0f48a659cf,
        128'h756acc03022882884ad6bdfde9c59da1
    };
    typedef enum logic [1:0] {
        HARAKA_IDLE,
        HARAKA_RUN
    } haraka_state_t;
endpackage
module tiny_sbox
(
    input wire [7:0] in,
    output wire [7:0] out
);
    wire [7:0] x;
    assign x[0] = in[7];
    assign x[1] = in[6];
    assign x[2] = in[5];
    assign x[3] = in[4];
    assign x[4] = in[3];
    assign x[5] = in[2];
    assign x[6] = in[1];
    assign x[7] = in[0];
    wire T1 = x[6] ^ x[4];
    wire T2 = x[3] ^ x[0];
    wire T3 = x[1] ^ x[2];
    wire T4 = x[7] ^ T3;
    wire T5 = T1 ^ T2;
    wire T6 = x[1] ^ x[5];
    wire T7 = x[0] ^ x[6];
    wire T8 = T1 ^ T6;
    wire T9 = x[6] ^ T4;
    wire T10 = x[3] ^ T4;
    wire T11 = x[7] ^ T5;
    wire T12 = T5 ^ T6;
    wire T13 = x[2] ^ x[5];
    wire T14 = T3 ^ T5;
    wire T15 = x[5] ^ T7;
    wire T16 = x[0] ^ x[5];
    wire T17 = x[7] ^ T8;
    wire T18 = x[6] ^ x[5];
    wire T19 = T2 ^ T18;
    wire T20 = T4 ^ T15;
    wire T21 = T1 ^ T13;
    wire T22 = x[0] ^ T4;
    wire T39 = T21 ^ T5;
    wire T40 = T21 ^ T7;
    wire T41 = T7 ^ T19;
    wire T42 = T16 ^ T14;
    wire T43 = T22 ^ T17;
    wire T44 = T19 & T5;
    wire T45 = T20 & T11;
    wire T46 = T12 ^ T44;
    wire T47 = T10 & x[7];
    wire T48 = T47 ^ T44;
    wire T49 = T7 & T21;
    wire T50 = T9 & T4;
    wire T51 = T40 ^ T49;
    wire T52 = T22 & T17;
    wire T53 = T52 ^ T49;
    wire T54 = T2 & T8;
    wire T55 = T41 & T39;
    wire T56 = T55 ^ T54;
    wire T57 = T16 & T14;
    wire T58 = T57 ^ T54;
    wire T59 = T46 ^ T45;
    wire T60 = T48 ^ T42;
    wire T61 = T51 ^ T50;
    wire T62 = T53 ^ T58;
    wire T63 = T59 ^ T56;
    wire T64 = T60 ^ T58;
    wire T65 = T61 ^ T56;
    wire T66 = T62 ^ T43;
    wire T67 = T65 ^ T66;
    wire T68 = T65 & T63;
    wire T69 = T64 ^ T68;
    wire T70 = T63 ^ T64;
    wire T71 = T66 ^ T68;
    wire T72 = T71 & T70;
    wire T73 = T69 & T67;
    wire T74 = T63 & T66;
    wire T75 = T70 & T74;
    wire T76 = T70 ^ T68;
    wire T77 = T64 & T65;
    wire T78 = T67 & T77;
    wire T79 = T67 ^ T68;
    wire T80 = T64 ^ T72;
    wire T81 = T75 ^ T76;
    wire T82 = T66 ^ T73;
    wire T83 = T78 ^ T79;
    wire T84 = T81 ^ T83;
    wire T85 = T80 ^ T82;
    wire T86 = T80 ^ T81;
    wire T87 = T82 ^ T83;
    wire T88 = T85 ^ T84;
    wire T89 = T87 & T5;
    wire T90 = T83 & T11;
    wire T91 = T82 & x[7];
    wire T92 = T86 & T21;
    wire T93 = T81 & T4;
    wire T94 = T80 & T17;
    wire T95 = T85 & T8;
    wire T96 = T88 & T39;
    wire T97 = T84 & T14;
    wire T98 = T87 & T19;
    wire T99 = T83 & T20;
    wire T100 = T82 & T10;
    wire T101 = T86 & T7;
    wire T102 = T81 & T9;
    wire T103 = T80 & T22;
    wire T104 = T85 & T2;
    wire T105 = T88 & T41;
    wire T106 = T84 & T16;
    wire T107 = T104 ^ T105;
    wire T108 = T93 ^ T99;
    wire T109 = T96 ^ T107;
    wire T110 = T98 ^ T108;
    wire T111 = T91 ^ T101;
    wire T112 = T89 ^ T92;
    wire T113 = T107 ^ T112;
    wire T114 = T90 ^ T110;
    wire T115 = T89 ^ T95;
    wire T116 = T94 ^ T102;
    wire T117 = T97 ^ T103;
    wire T118 = T91 ^ T114;
    wire T119 = T111 ^ T117;
    wire T120 = T100 ^ T108;
    wire T121 = T92 ^ T95;
    wire T122 = T110 ^ T121;
    wire T123 = T106 ^ T119;
    wire T124 = T104 ^ T115;
    wire T125 = T111 ^ T116;
    wire S0 = T109 ^ T122;
    wire S2 = T123 ^~ T124;
    wire T128 = T94 ^ T107;
    wire S3 = T113 ^ T114;
    wire S4 = T118 ^ T128;
    wire T131 = T93 ^ T101;
    wire T132 = T112 ^ T120;
    wire S7 = T113 ^~ T125;
    wire T134 = T97 ^ T116;
    wire T135 = T131 ^ T134;
    wire T136 = T93 ^ T115;
    wire S6 = T109 ^~ T135;
    wire T138 = T119 ^ T132;
    wire S5 = T109 ^ T138;
    wire T140 = T114 ^ T136;
    wire S1 = T109 ^~ T140;
    assign out = {S0, S1, S2, S3, S4, S5, S6, S7};
endmodule
==> run.sh <==
#!/bin/bash
# OpenROAD 26Q1-2900-gdf79404cd8, Yosys 0.63+post, stock flow scripts
make -C /OpenROAD-flow-scripts/flow DESIGN_CONFIG=/design/flow/config.mk WORK_HOME=/design/flow/orfs finish
==> config.mk <==
export PLATFORM = sky130hd
export DESIGN_NAME = tiny_sbox
export DESIGN_NICKNAME = tiny_sbox
export VERILOG_FILES = /design/flow/design.v
export SDC_FILE = /design/flow/constraint.sdc
export NUM_CORES = 4
export LEC_CHECK = 1
export CORE_AREA = 10 10 114 114
export DIE_AREA = 0 0 124 124
export SYNTH_HDL_FRONTEND = slang
==> constraint.sdc <==
current_design tiny_sbox

set clk_period 9.5
set clk_io_pct 0.2

create_clock -name clk0 -period $clk_period

set non_clock_inputs [all_inputs -no_clocks]
set_input_delay [expr $clk_period * $clk_io_pct] -clock clk0 $non_clock_inputs
set_output_delay [expr $clk_period * $clk_io_pct] -clock clk0 [all_outputs]
==> run summary <==
run results: remaining global-route overflow=0, HPWL Detailed=4650 microns, ANT nets after route=0, flip-flop and latch count=0, Post-Syn Instances=244, final worst path period need=8.99 ns, DP Area=2440 sq um, comb. cell area=2040 sq um, Routed WL per cell=15.4 microns, layout cells sized above 1=0.151, area delta synth->final=10.7%, Slew @ Worst Pin=0.699 ns, Mapped Area=2200 sq um, crit path launch type=input port, Iter 0 DRT Violations=190, Vias=1946, Cell Type Count=68, Setup crit end kind=output pin, final wirelength=5850 microns, yosys stat cell total=244, Worst EP required=7.60 ns, vias in the first global route=1789, chip area=15400 sq um, Hold WC Path Type=input port to output pin, RSZ-0062 raised after global routing=false, register area=0 sq um, Top Ports=16, area of the core=10400 sq um, cts hold-fix bufs=0, worst-path maximum fanout=11, Arr. time, crit path=7.09 ns, Die Height=124 microns, wire length of the first global-routing pass=9600 microns, fin area=2440 sq um, RD Place Congestion=0.956, largest net degree at the start of global routing=18, yosys stat area=2200 sq um, floorplan-stage core utilization=0.211, Die Wd=124 microns, synth warn=0, WHS Endpoint=out[0], DRC viols=0, GRT Total Usage=0.0772, First-pass DRT Iterations=5, hold path cells=5, Hold Vio Cnt, Final=0, status=finished, final reports clean, metal1 wirelength=2620 microns, met3 routed WL=488 microns, initial antenna violation count=0, tool warning count=32, fillers=1132, maximum clock frequency=0.111 GHz, count of clock buffers in the final design=0, post-layout period usage=0.946, Avg Inst Size Synth=9.03 sq um, Post-CTS Setup Bufs=0, Critical Path Start=in[5], Relative slew margins=0.533, Rows=37, post_cts resized=0, ANT cells=0, wire length on met2=2630 microns, hold path start=in[0], Crit Path Class=input port to output pin, Max-Cap Viols=0, I/O Buffers=16, final slew viol count=0, Top Layer Used=met4, post-DR vias/cell=5.11, Fin Setup TNS=0 ns, register share after synthesis=0, endpoints failing setup=0
placed cells by master, fill, tap and decap left out, types with 5 or more instances in the layout:
| cell | n |
|---|---|
| a31oi_1 | 6 |
| nand2_1 | 15 |
| xnor3_1 | 17 |
| o21ai_0 | 10 |
| o211ai_1 | 5 |
| xnor2_1 | 20 |
| xor2_1 | 11 |
| mux2i_1 | 9 |
| buf_4 | 7 |
| a21oi_1 | 14 |
| clkdlybuf4s50_1 | 16 |
| nor2_1 | 15 |
metrics by stage:
step / utilization / cells / setup slack (ns) / hold slack (ns)
finish: 0.234 / 381 / 0.510 / 5.24
global route: 0.234 / 381 / 0.173 / 5.34
CTS: 0.234 / 381 / 0.502 / 5.26
detailed placement: 0.234 / 381 / 0.511 / 5.26
global placement: 0.234 / 381 / 0.529 / 5.27
floorplan: - / 244 / 1.68 / 4.37
Yosys cell counts, drive strengths merged (5+ instances only):
library cell | number | area share
buf | 19 | 0.061
xnor3 | 19 | 0.20
a211oi | 6 | 0.031
a31oi | 6 | 0.017
a22oi | 5 | 0.019
mux2i | 10 | 0.047
a2111oi | 5 | 0.031
a21oi | 14 | 0.032
xor2 | 12 | 0.051
nand2 | 15 | 0.026
o21ai | 13 | 0.030
o211ai | 6 | 0.023
xnor2 | 25 | 0.13
nor2 | 17 | 0.031
area by class of cell:
class,count,area share
Timing Repair Buffer,23,0.0872
Inverter,4,0.00616
Tap cell,136,0.0698
Multi-Input combinational cell,218,0.837
worst max path at each step:
stage             to  slack, ns  depth (start not counted)
global route  out[6]       0.17                         14
CTS           out[3]       0.50                         14
finish        out[3]       0.51                         14
worst max-delay path, cell delays in order:
cell	delay [ns]
clkdlybuf4s50_1	0.55
xnor2_2	0.32
xor2_1	0.53
xnor2_1	0.24
ha_1	0.35
xnor2_1	0.38
xnor2_4	0.23
xnor3_1	0.59
nand4_2	0.22
nor2_1	0.08
nor4_4	0.52
xnor3_1	0.49
xor3_1	0.20
clkdlybuf4s50_1	0.48
cell families after synthesis:
family,after synthesis,synth area share
muxes,11,0.0523
and+or+nand+nor,61,0.149
buffers and inverters,26,0.0733
adders and majority gates,4,0.0216
xor gates and xnor gates,60,0.416
AOI/OAI and AO/OA,82,0.287
per-layer routing:
layer / GRT usage / up-vias
li1: - / 928
met1: 0.111 / 905
met2: 0.123 / 105
met3: 0.0119 / 8
met4: 0.0115 / 0
met5: 0 / -
